==> config.mk <==
export PLATFORM = sky130hd
export DESIGN_NAME = scan_dig
export DESIGN_NICKNAME = scan_dig
export VERILOG_FILES = /design/flow/design.v
export SDC_FILE = /design/flow/constraint.sdc
export NUM_CORES = 4
export LEC_CHECK = 1
export CORE_AREA = 10 10 80 80
export DIE_AREA = 0 0 90 90
==> constraint.sdc <==
current_design scan_dig

set clk_period 2.1
set clk_io_pct 0.2

create_clock -name clk0 -period $clk_period [get_ports {clk}]

set non_clock_inputs [all_inputs -no_clocks]
set_input_delay [expr $clk_period * $clk_io_pct] -clock clk0 $non_clock_inputs
set_output_delay [expr $clk_period * $clk_io_pct] -clock clk0 [all_outputs]
==> design.v <==
module scan_dig(		 
	input	clk, 
	input	rstn, 
	input	enable,				
	input 	[3:0] 		h_cntH,
    input 	[3:0] 		h_cntL,
    input 	[3:0] 		m_cntH,
    input 	[3:0] 		m_cntL,
    input 	[3:0] 		s_cntH,
    input 	[3:0] 		s_cntL,
	input	[7:0]		set_h,
	input 	[7:0]		set_m,
	input 				mode,
	output	wire[7:0]	dig,			
	output	wire[7:0] 	seg				
);
	reg 	[7:0] 	seg_r;							
	reg 	[7:0] 	dig_r;							
	reg 	[3:0] 	disp_dat;						
	reg 	[2:0] 	count;		 
	assign dig = dig_r;						
	assign seg = seg_r;							
	always @(posedge clk or negedge rstn)   			
	begin
		if (!rstn)
			count <= 3'b0;	
		else if (enable) begin 
			if(mode == 0) begin
				if(count >= 3'd5)
					count <= 3'b0;
				else
					count <= count + 1'b1;
			end
			else begin
				if(count >= 2'd3)
					count <= 2'b0;
				else
					count <= count + 1'b1;
			end
		end
	end
	always @(count or h_cntH or h_cntL or m_cntH or m_cntL or s_cntH or s_cntL or mode or rstn)   						
	begin
		if(rstn == 0)
			dig_r = 8'b1111_1111;
		else if(mode == 0)
		begin
			case(count)							
			3'd0:
				begin
					disp_dat = h_cntH;			 
					dig_r = 8'b1101_1111;
				end
			3'd1: 
				begin
					disp_dat = h_cntL;			 
					dig_r = 8'b1110_1111;
				end 	
			3'd2: 
				begin
					disp_dat = m_cntH;			 
					dig_r = 8'b1111_0111;
				end 	
			3'd3: 
				begin
					disp_dat = m_cntL;			 
					dig_r = 8'b1111_1011;
				end 	
			3'd4: 
				begin
					disp_dat = s_cntH;			 
					dig_r = 8'b1111_1101;
				end 	
			3'd5: 
				begin
					disp_dat = s_cntL;			 
					dig_r = 8'b1111_1110;
				end 	
			default: 
				begin
					disp_dat = 4'hx;		     
					dig_r = 8'hxx;
				end
			endcase
		end
		else
		begin
			case(count)							
			3'd0:
				begin
					disp_dat = set_h[7:4];			 
					dig_r = 8'b1111_0111;
				end
			3'd1: 
				begin
					disp_dat = set_h[3:0];			 
					dig_r = 8'b1111_1011;
				end 	
			3'd2: 
				begin
					disp_dat = set_m[7:4];			 
					dig_r = 8'b1111_1101;
				end 	
			3'd3: 
				begin
					disp_dat = set_m[3:0];			 
					dig_r = 8'b1111_1110;
				end 	
			default: 
				begin
					disp_dat = 4'hx;		     
					dig_r = 8'hxx;
				end
			endcase
		end
	end
	always @(disp_dat)
	begin
		case(disp_dat)					
			4'h0:		seg_r = 8'h3f;				 
			4'h1:		seg_r = 8'h06;				 
			4'h2:		seg_r = 8'h5b;				 
			4'h3:		seg_r = 8'h4f;				 
			4'h4:		seg_r = 8'h66;				 
			4'h5:		seg_r = 8'h6d;				 
			4'h6:		seg_r = 8'h7d;				 
			4'h7:		seg_r = 8'h07;				 
			4'h8:		seg_r = 8'h7f;				 
			4'h9:		seg_r = 8'h6f;				 
			4'ha:		seg_r = 8'h77;				 
			4'hb:		seg_r = 8'h7c;				 
			4'hc:		seg_r = 8'h39;				 
			4'hd:		seg_r = 8'h5e;				 
			4'he:		seg_r = 8'h79;				 
			4'hf:		seg_r = 8'h71;				 
			default: 	seg_r = 8'hFF;
		endcase
	end
endmodule
==> run.sh <==
#!/bin/bash
# OpenROAD 26Q1-2900-gdf79404cd8, Yosys 0.63+post, stock flow scripts
make -C /OpenROAD-flow-scripts/flow DESIGN_CONFIG=/design/flow/config.mk WORK_HOME=/design/flow/orfs finish
==> results.toml <==
# physical design summary
[power_and_ir_drop]
vdd_ir_drop_max_mv = 0.888
power.density_mw_per_mm2 = 1250
total_leakage_power_nw = 0.880

[cts]
h-tree-depth = 1
cts-root-buf = "clkbuf_8"
cts_hold_buf = 0
cts_buffer_depth = 2
cts_tree = "done"
cts_buffers = 3
clkLatencyLatePin_ps = 210
clk_pin_slew_ps = 30

[logic_synthesis]
ys_async_sr_fraction = 0.429
synth-xor-area-share = 0.00797
edf_count = 0
muxShareOfSynthArea = 0.0387
adder_share = 0.182
ys_sh_simple = 0.194
synth_area_mm2 = 0.00110
yosysTopAreaCell = "ha_1"
synth_warnings = 1
ys_chip_area_mm2 = 0.00110
synth_flops = 7
flop_cell = "dlxtp_1"
ys_sh_aoi = 0.329
topCombFamilyByArea = "AND-OR/OR-AND gates"
synth_area_per_cell_um2 = 7.37
syn_inst = 149
synth.distinct_cells = 43
top_area_frac = 0.182
topCellsByArea = "ha_1, dfrtp_1, dlxtp_1"
synth_stat.cells = 149

[place]
dp_hpwl_um = 3450
place.gp.congestion = 0.821
io_buffers = 56
place_inst = 286

[run_status]
status = "completed"

[timing]
unclocked_regs = 4
fin_tns_setup_ps = 0
min_period_ps = 2050
worst_hold_slack_ps = 617
untimed_endpoints = 11
skew_ps = 2.12
setup_viol = 0
finalClockPeriodUsage = 0.974
drv_slew = 0
rsz0062_at_grt = "true"
hold_violations = 0
fmax_mhz = 489

[die]
chipArea_mm2 = 0.00810
dieWidth_um = 90
std_cell_rows = 25
boundaryPins = 60
core_area_mm2 = 0.00472
die_h_um = 90
fp_util = 0.233

[route]
drtAntennaViolNets = 0
wl_per_cell_um = 14.5
first_pass_iters = 4
via_per_inst = 4.52
drt-total-wl_um = 4290
drc = 0
num_vias = 1343
diodes = 0
drtIter0Drc = 86

[grt]
grt_pass1_wl_um = 6790
grt_pass1_vias = 1438
grt_max_degree = 17
grt_use_total = 0.0990
antenna_found_initial = 0
grt_overflow = 0

[cells_and_area]
lay_top_count = "clkdlybuf4s50_1"
final_cell_mix = "clkdlybuf4s50_1, buf_4, nand2_1"
drive_gt1_frac = 0.257
finalCoreUtilization = 0.443
area_growth_pct = 90.3
fin_cells = 297

[worst_setup_path]
critPathLaunchType = "flip-flop"
critPathMaxStageDelay_ps = 390
crit_required_ps = 1680
end_kind = "output port"
critPathSlowestCell = "dfrtp_1"
cp_data_arrival_time_ps = 1630
crit_family = "flip-flops"
crit_path_cell_trace = "buf_6 -> buf_8 -> ha_4 -> ha_4 -> nor4b_2 -> o21ai_1 -> buf_2"
cpMostUsedCell = "ha_4"
path_buffers = 3
path_max_fanout = 7
crit_type = "flip-flop to output port"

[min_path]
hold_class = "input port to async pin"

[flow_run]
cap_viol_max_count = 0
warnings = 39
==> path summary, 6_finish.rpt <==
check / slack, ps / startpoint / depth (start not counted) / end
worst max-delay path: 50 / count[1] / 7 / dig[1]
worst min-delay path: 620 / rstn / 2 / count[0]
worst max register to register: 350 / count[1] / 8 / count[2]
worst min register to register: 780 / count[1] / 3 / count[1]
max in group asynchronous: 1360 / rstn / 2 / count[2]
min in group clk0: 780 / count[1] / 3 / count[1]
==> per-layer routing <==
layer | up-vias | track usage | wire [µm]
li1 | 699 | - | -
met1 | 607 | 0.121 | 1930
met2 | 35 | 0.174 | 2080
met3 | 2 | 0.0268 | 254
met4 | 0 | 0.0106 | 27
met5 | - | 0 | 0
==> power by group <==
group	internal (mW)	leakage [nW]	switching [mW]	total, mW
clock network	0.129	0.0228	0.0379	0.167
logic	1.23	0.788	0.996	2.23
registers	0.132	0.0683	0.0934	0.225
==> repair_timing <==
item,in CTS,in global routing
endpoints found under the setup margin,6,5
pin swaps,3,9
gates resized,23,24
setup buffers,4,4
==> cells in the mapped netlist (2+ instances only) <==
library cell	number
dfrtp_1	3
a221oi_1	2
o32ai_1	3
buf_2	5
a211oi_1	7
a21oi_1	9
mux2i_1	2
conb_1	2
ha_1	16
inv_1	11
nor2_1	12
nand2_1	13
o211ai_1	3
clkbuf_1	2
a22o_1	4
buf_4	4
dlxtp_1	4
nor2b_1	3
o21ai_0	9
and3_1	2
o22ai_1	5
nand3_1	4
buf_6	2
nand2b_1	3
==> state kept, by name, indices dropped and copies added (netlist names) <==
| name | cells |
|---|---|
| count | 3 |
| disp_dat | 4 |
==> stage by stage <==
step	setup slack [ps]	total power [mW]	area, µm²
after floorplan	311	1.27	1100
after global placement	-218	2.15	1860
after detailed placement	-246	2.15	1860
after CTS	-104	2.49	2000
after global routing	-16.7	2.89	2090
final	54.0	2.62	2090
==> worst reg2reg max path, cell delays in order, from the launching register on <==
cell and delay, ps:
dfrtp_1 390, buf_6 130, buf_8 130, ha_4 160
ha_4 150, buf_4 170, a2111oi_2 230, o21ai_1 150
o22ai_1 150
==> cells by family (layout without fill, tap and decap cells) <==
| kind of cell | after synthesis | count (layout) |
|---|---|---|
| muxes | 3 | 3 |
| xor gates and xnor gates | 1 | 1 |
| adders and majority gates | 16 | 16 |
| latches | 4 | 4 |
| and+or+nand+nor | 43 | 43 |
| DFF | 3 | 3 |
| buffers and inverters | 25 | 105 |
| other | 2 | 3 |
| AOI/OAI and AO/OA | 52 | 52 |
==> layout make-up <==
class / count / area [µm²]
fill: 468 / 2630
multi-input combinational: 118 / 951
timing repair buffer: 89 / 830
sequential: 7 / 136
tap: 67 / 83.8
clock buffer: 4 / 45.0
inverter: 12 / 45.0
No activity file was given, so power comes from the tool's default toggle rates.
