### ./run.sh
#!/bin/bash
# OpenROAD 26Q1-2900-gdf79404cd8, Yosys 0.63+post, stock flow scripts
make -C /OpenROAD-flow-scripts/flow DESIGN_CONFIG=/design/flow/config.mk WORK_HOME=/design/flow/orfs finish
### ./config.mk
export PLATFORM = sky130hd
export DESIGN_NAME = bell_part
export DESIGN_NICKNAME = bell_part
export VERILOG_FILES = /design/flow/design.v
export SDC_FILE = /design/flow/constraint.sdc
export NUM_CORES = 4
export LEC_CHECK = 1
export CORE_AREA = 10 10 108 108
export DIE_AREA = 0 0 118 118
### ./constraint.sdc
current_design bell_part

set clk_period 2.9
set clk_io_pct 0.2

create_clock -name clk0 -period $clk_period [get_ports {clk_1Hz}]

set non_clock_inputs [all_inputs -no_clocks]
set_input_delay [expr $clk_period * $clk_io_pct] -clock clk0 $non_clock_inputs
set_output_delay [expr $clk_period * $clk_io_pct] -clock clk0 [all_outputs]
### ./design.v
module N_bitcomparator#(
    parameter N = 4         
)(
    input   [15:0]    A,
    input   [15:0]    B,
    output  wire      equate
);
assign equate = (A[N:0] == B[N:0]);
endmodule
module bell_part(
    input rstn,
	input setHrKey,
    input setMinKey,
    input CtrlBell,
    input clk_1kHz,
    input clk_500Hz,
    input clk_1Hz,
	input     [3:0]     h_cntH,
    input     [3:0]     h_cntL,
    input     [3:0]     m_cntH,
	input     [3:0]     m_cntL,
    input     [3:0]     s_cntH,
    input     [3:0]     s_cntL,
    output    wire      alarm_clock,
    output    [7:0]     set_hr,
    output    [7:0]     set_min
);
supply1 Vdd;
wire HrH_EQU, HrL_EQU, MinH_EQU, MinL_EQU;
wire Time_EQU;
counter24  SU1(
    .clk(clk_1Hz),
    .enable(setHrKey),
    .rstn(Vdd),
    .cntH(set_hr[7:4]),
    .cntL(set_hr[3:0]),
);
counter60 SU2(
    .clk(clk_1Hz),
    .enable(setMinKey),
    .rstn(Vdd),
    .cntH(set_min[7:4]),
    .cntL(set_min[3:0])
);
N_bitcomparator C1(
    .equate(HrH_EQU),
    .A(set_hr[7:4]),
    .B(h_cntH)
);
N_bitcomparator C2(
    .equate(HrL_EQU),
    .A(set_hr[3:0]),
    .B(h_cntL)
);
N_bitcomparator C3(
    .equate(MinH_EQU),
    .A(set_min[7:4]),
    .B(m_cntH)
);
N_bitcomparator C4
(
    .equate(MinL_EQU),
    .A(set_min[3:0]),
    .B(m_cntL)
);
assign Time_EQU = (HrH_EQU && HrL_EQU && MinH_EQU && MinL_EQU);
assign alarm_clock = CtrlBell ? (Time_EQU && (((s_cntL[0]==1'b1) && clk_500Hz) || ((s_cntL[0] == 1'b0) && clk_1kHz))) : 1'b0;
endmodule 
module counter24(
    input clk,
    input rstn,
    input enable,
    output reg[3:0] cntH,
    output reg[3:0] cntL
);
always @(posedge clk or negedge rstn) begin
    if(~rstn)
        {cntH,cntL} <= 8'b0;
    else if(enable) begin
        if((cntH>2)||(cntL>9)||((cntH==2)&&(cntL>3)))
            {cntH,cntL} <= 8'b0;
        else if((cntH==2)&&(cntL==3))
            {cntH,cntL} <= 8'b0;
        else if((cntH==2)&&(cntL<3)) begin
            cntH <= cntH;
            cntL <= cntL + 1'b1;
        end
        else if(cntL==9) begin 
            cntH <= cntH + 1'b1;
            cntL <= 1'b0;
        end
        else begin
            cntH <= cntH;
            cntL <= cntL + 1'b1;
        end
    end
end
endmodule
module counter60(
    input clk,
    input rstn,
    input enable,
    output reg[3:0] cntH,
    output reg[3:0] cntL,
	output wire next_enable
);
always @(posedge clk or negedge rstn) begin
    if(~rstn)
        {cntH,cntL} <= 8'b0;
    else if(enable) begin
        if((cntH>6)||(cntL>9)) 
            {cntH, cntL} <= 8'b0;
        else if((cntH==5)&&(cntL==9))
            {cntH, cntL} <= 8'b0;
        else if(cntL==9) begin 
            cntH <= cntH + 1;
            cntL <= 1'b0;
        end
        else begin 
            cntH <= cntH;
            cntL <= cntL + 1'b1;
        end
    end
end
assign next_enable = (((cntH == 5) && (cntL == 9))? 1'b1 : 1'b0) & enable;
endmodule
==> reports/qor.yml <==
outcome:
  status: "finished clean"
global_route:
  grt_pass1_wl_um: 5100
  grt_pass1_vias: 892
  grt.met2_usage_pct: 6.68
  grt_max_degree: 9
  antenna_found_initial: 0
  grt.busiest_layer: "met2"
  met3_usage_pct: 1.56
  grt_use_total_pct: 4.54
  gr-usage-met1_pct: 6.50
  grt-ovfl-total: 0
final_timing:
  maxSlewViolCount: 0
  setup_viol: 0
  finalCritPeriodShare_pct: 95.0
  fin_worst_skew_ns: 0.000464
  period_needed_ns: 2.76
  setup_tns_ns: 0
  fmax_ghz: 0.363
  hold_viol_final: 0
  rsz0062_at_grt: "false"
job:
  drv_cap: 0
  warnings: 40
finish:
  finalNonFillerCells: 276
  area_delta_synth_final_pct: 54.6
  drive_gt1_share_pct: 5.44
clock_tree:
  clock_path_buffers: 2
  cts_num_sinks: 16
  root_buffer: "clkbuf_8"
  path_clk_slew_ns: 0.06
  post-cts-setup-buffer-count: 0
  htreeDepth: 1
  clk_latency_ns: 0.24
  tritoncts: "built"
  cts_buffers: 3
yosys:
  async_reset_ff_share_pct: 0
  synth_warnings: 10
  synth.top_cells.by_count: "nor2_1 (17), edfxtp_1 (16), xor2_1 (16)"
  most_common_cell: "nor2_1"
  synth_cell_types: 25
  ys_ff: 16
  syn_inst: 104
  syn_area_per_cell_um2: 10.7
  ff_type: "edfxtp_1"
  top_cell_area_share_pct: 43.3
  synth_area_um2: 1110
  postSynthSeqShare_pct: 43.3
  largest_area_cell: "edfxtp_1"
  ys_chip_area_um2: 1110
  synth-edff-count: 16
  yosys_cells: 104
  area_leaders: "edfxtp_1 (43%), xor2_1 (13%), ha_1 (12%)"
critical_path:
  required_ns: 2.32
  cp_max_fo: 1
  end_kind: "output port"
  critical_path_class: "input port to output port"
  critPathArrivalTime_ns: 2.18
  startpoint_type: "input port"
  r2r_cells: 5
floorplanning:
  core_um2: 9280
  num_rows: 35
  io_pins: 48
  fp_util_pct: 11.9
  dieArea_um2: 13900
  die_h_um: 118
  die_w_um: 118
detailed_routing:
  drt_iter0_markers: 35
  vias: 856
  wl_um: 3230
  dr.pass1.iters: 4
  wire_per_inst_um: 11.7
  ant_nets: 0
  antenna_cells: 0
  viasPerCell: 3.10
  post-route-drc-count: 0
power:
  seq_power_share_pct: 49.5
  leakage_uw: 0.000648
  combPwrFrac_pct: 24.6
  p_int_uw: 462
  power_frac_clock_pct: 25.9
  ir_drop_mv: 0.161
  swShare_pct: 25.6
  p_per_area_nw_per_um2: 362
  p_switching_uw: 159
placement:
  gp_congestion: 0.763
  place_inst: 273
  hpwl_um: 2760
  io_buffers: 39
worst_hold_path:
  hp-class: "register to register"
  whs_path_depth: 1
-- path summary, 6_finish.rpt --
| kind | slack (ns) | endpoint | start |
|---|---|---|---|
| worst min register to register | 0.69 | SU1.cntH[0] | SU1.cntH[0] |
| worst max-delay path | 0.14 | alarm_clock | m_cntL[2] |
| worst max register to register | 0.99 | SU1.cntH[0] | SU1.cntL[0] |
| worst min-delay path | 0.69 | SU1.cntH[0] | SU1.cntH[0] |
-- per-layer routing --
layer	wire length (µm)	vias to the layer above	share of wire, %
li1	-	441	-
met1	1610	390	50
met2	1390	23	43
met3	204	2	6.3
met4	17	0	0.53
met5	0	-	0
-- registers in the layout, summed over array words and instances, names as in the netlist --
signal	flops
SU1.cntH	4
SU1.cntL	4
SU2.cntH	4
SU2.cntL	4
-- cells in the final DEF, fill, tap and decap left out --
cell,netlist,final
nor4_1,2,2
or3b_1,1,1
o2111ai_2,0,1
o31ai_1,2,2
nor4_2,2,2
clkbuf_8,0,3
nand3_1,2,2
buf_4,0,1
nand2b_1,2,2
and2_1,1,1
ha_1,11,11
edfxtp_1,16,16
xor2_1,16,16
nor2_1,17,17
nor3_1,1,1
nand4_1,1,1
dlygate4sd2_1,0,1
and4b_1,1,1
conb_1,1,1
o21ai_1,1,1
nand2_1,4,4
a21o_1,1,1
inv_1,9,9
xnor2_1,6,6
o21ba_1,1,1
o21ai_0,1,1
nor4b_2,1,1
and3_1,3,3
clkdlybuf4s50_1,0,38
-- cell type report --
| cell class | count | area [µm²] |
|---|---|---|
| fillers | 1048 | 7570 |
| multi-input cells | 79 | 601 |
| flip-flops and latches | 16 | 480 |
| repair buffers | 40 | 397 |
| well taps | 129 | 161 |
| clock buffers | 3 | 41.3 |
| inverters | 9 | 33.8 |
-- per-stage QoR --
step                utilization [%]  worst slack [ns]  cell area [µm²]  power [µW]  hold WS (ns)
global placement               18.0            -0.175             1670         467         0.701
global route                   18.5            0.0376             1710         665         0.733
floorplan                         -             0.994             1110         371         0.599
finish                         18.5             0.144             1710         621         0.692
detailed placement             18.0            -0.175             1670         469         0.697
CTS                            18.5             0.102             1710         635         0.707
-- power by group through the flow --
stage	Sequential [µW]	Clock, µW	Combinational [µW]
6_report	307	161	152
5_1_grt	313	182	170
4_1_cts	309	169	158
-- worst max-delay path, stage by stage --
cell and delay [ns]:
clkdlybuf4s50_1 0.41, xor2_1 0.15, nor4_2 0.30, o2111ai_2 0.19
nor4_2 0.28, dlygate4sd2_1 0.27
-- logic make-up after synthesis --
group / after synthesis / share of synthesized area [%]
AND/OR/NAND/NOR: 38 / 18.8
flip-flops: 16 / 43.3
buffers and inverters: 9 / 3.05
adder cells (fa/ha/maj): 11 / 12.4
AND-OR/OR-AND: 7 / 4.63
XOR/XNOR: 22 / 17.4
other: 1 / 0.338
-- what timing repair did --
item	in CTS	in global routing
resized	2	0
endpoints found under the setup margin	1	0
hold buffers	0	0
No activity file was given, so power comes from the tool's default toggle rates.
